==> /design/flow/design.v <==
`default_nettype none
module counter_pulse(
	input	wire	clk,
	input	wire	rst,
	output	wire	pulse_10s,
	output	wire	pulse_1s
);
	reg	[3:0] 	counter;
	always @(posedge clk) begin
		if(rst)
			counter <= 0;
		else
			counter <= counter + 1;
	end
	assign pulse_10s = 	(counter == 4'hA);
	assign pulse_1s	 =	(counter == 4'h1);
endmodule
==> /design/flow/run.sh <==
#!/bin/bash
# OpenROAD 26Q1-2900-gdf79404cd8, Yosys 0.63+post, stock flow scripts
make -C /OpenROAD-flow-scripts/flow DESIGN_CONFIG=/design/flow/config.mk WORK_HOME=/design/flow/orfs finish
==> /design/flow/config.mk <==
export PLATFORM = sky130hd
export DESIGN_NAME = counter_pulse
export DESIGN_NICKNAME = counter_pulse
export VERILOG_FILES = /design/flow/design.v
export SDC_FILE = /design/flow/constraint.sdc
export NUM_CORES = 4
export LEC_CHECK = 1
export CORE_AREA = 10 10 70 70
export DIE_AREA = 0 0 80 80
==> /design/flow/constraint.sdc <==
current_design counter_pulse

set clk_period 1.6
set clk_io_pct 0.2

create_clock -name clk0 -period $clk_period [get_ports {clk}]

set non_clock_inputs [all_inputs -no_clocks]
set_input_delay [expr $clk_period * $clk_io_pct] -clock clk0 $non_clock_inputs
set_output_delay [expr $clk_period * $clk_io_pct] -clock clk0 [all_outputs]
==> results_dict.tcl <==
# flow metrics
set metrics [dict create \
    status "completed" \
    area_leaders "dfxtp_1 41%, ha_1 19%, nor2_1 9.6%" \
    synth-simple-area-share_pct 23.7 \
    regMostFlops "counter" \
    setup_violations 0 \
    grt_pass1_vias 173 \
    setup_ws_ns 0.0963 \
    path_cells "inv_1, ha_1, nor3b_2, dlygate4sd2_1" \
    cts_tree "built" \
    mostFrequentLayoutCells "5 x nor2_1, 3 x ha_1, 3 x clkbuf_4, 3 x dfxtp_1" \
    cpLargestDelayFamily "flip-flops" \
    critPathMaxStageDelay_ns 0.34 \
    first_pass_iters 2 \
    slowest_stage "dfxtp_1" \
    arrival_ns 1.18 \
    clkLatencyLatePin_ns 0.23 \
    rsz0062_at_grt "false" \
    ys_types 10 \
    top_regs "counter (4)" \
    fin_skew_ns 0.00229 \
    final_common_cell "nor2_1" \
    fp_util_pct 5.71 \
    rows 21 \
    dr_total_vias 161 \
    drc_errors 0 \
    synth-adder-area-share_pct 19.2 \
    cts.sinks 4 \
    area_growth_pct 66.0 \
    syn_avg_cell_area_um2 9.76 \
    globalRouteOverflowTotal 0 \
    drt_iter0_markers 2 \
    wire_per_inst_um 5.59 \
    ys.flops 4 \
    io_pins 4 \
    cp.required_ns 1.28 \
    start_kind "flop" \
    netlist_logic_family_top "simple AND/OR/NAND/NOR gates" \
    cts_max_level 1 \
    fillers 404 \
    synthesis.area_um2 195 \
    antenna_found_initial 0 \
    fmax_mhz 665 \
    grt_usage_pct 1.55 \
    core_area_um2 3420 \
    aoi_share_pct 0 \
    period_used_pct 94.0 \
    path_max_fanout 3 \
    hpwlAfterDp_um 323 \
    hold_path_depth 2 \
    worst_pin_slew_ns 0.192 \
    synthCells 20 \
    ys_cells 20 \
    cts_hold_buf 0 \
    ys_sh_xor_pct 4.49 \
    largest_area_cell "dfxtp_1" \
    dieWidth_um 80 \
    routed_via_density 2.18 \
    p_leak_nw 0.138 \
    ir_drop_mv 0.171 \
    cp.depth 4 \
    worstRegToRegCells 4 \
    path_buffers 2 \
    mux_area_share_pct 7.69 \
    ant_nets 0 \
    hp-class "flop to flop" \
    gp_congestion 0.679 \
    final_hold_viol_count 0 \
    largest_reg_flops 4 \
    port_buffers 3 \
    dieArea_um2 6400 \
    drive_above_1_share_pct 32.1 \
    cts_max_path_buffers 2 \
    tns_ns 0 \
    yosysWarnings 1 \
    maxSlewHeadroom_pct 87.2 \
    crit_path_end_kind "output pin" \
    grt_pass1_wl_um 738 \
    ys_seq_share_pct 41.0 \
    routed_wl_um 414 \
    root_buffer "clkbuf_4" \
    power-per-cell-area_nw_per_um2 831 \
    fp.dieH_um 80 \
    criticalPathCategory "flop to output pin" \
    antenna_cells 0 \
    postCtsSetupBuffers 0 \
    drv_slew 0 \
    yosys.area.top_type_share_pct 41.0 \
    cap_violations 0 \
    clk_pin_slew_ns 0.03 \
    period_needed_ns 1.50 \
    cts_buffers 3 \
    grt_max_degree 6 \
    place_ws_ns 0.0657 \
    ys_area_um2 195 \
    warnings 27 \
]
-- power breakdown --
group	switching (mW)	internal, mW	leakage, nW	total, mW
sequential	0.00663	0.107	0.0331	0.114
combinational	0.0128	0.0197	0.0910	0.0325
clock	0.0391	0.0837	0.0138	0.123
total	0.0586	0.211	0.138	0.269
-- layer usage --
metal  vias to the layer above  GRT usage (%)  part of all wire (%)
li1                         78              -                     -
met4                         0          0.176                     0
met1                        76           1.33                    37
met5                         -              0                     0
met3                         0           2.50                    30
met2                         7           1.93                    33
-- final timing paths --
path | start | end | slack [ns]
max | counter[1]$_SDFF_PP0_ | pulse_1s | 0.1
min | counter[0]$_SDFF_PP0_ | counter[0]$_SDFF_PP0_ | 0.53
max reg2reg | counter[1]$_SDFF_PP0_ | counter[2]$_SDFF_PP0_ | 0.65
min reg2reg | counter[0]$_SDFF_PP0_ | counter[0]$_SDFF_PP0_ | 0.53
-- per-stage QoR --
step | cells | hold WS, ns | cell area (um2) | utilization [%] | power [mW]
2_1_floorplan | 20 | 0.387 | 195 | - | 0.128
3_5_place_dp | 71 | 0.569 | 298 | 8.72 | 0.149
6_report | 74 | 0.533 | 324 | 9.49 | 0.269
3_3_place_gp | 71 | 0.531 | 298 | 8.72 | 0.145
5_1_grt | 74 | 0.563 | 324 | 9.49 | 0.291
4_1_cts | 74 | 0.536 | 324 | 9.49 | 0.275
-- worst reg2reg max path, stage by stage (launching register included) --
cell and delay [ns]:
dfxtp_1 0.31, buf_4 0.14, ha_1 0.18, xnor2_1 0.15, nor2_1 0.05
-- Yosys cell counts --
library cell,number
nor2_1,5
dfxtp_1,4
ha_1,3
inv_1,2
mux2_4,1
nand2_1,1
nand3_2,1
nor2b_1,1
nor3b_1,1
xnor2_1,1
-- cells by family after synthesis --
| family | after synthesis |
|---|---|
| buf+inv | 2 |
| simple gates | 9 |
| xor+xnor | 1 |
| mux | 1 |
| flops | 4 |
| fa+ha+maj | 3 |
-- repair_timing --
action	in CTS	in global routing
endpoints found under the setup margin	2	0
gates resized	4	0
hold endpoints to repair	0	0
-- layout make-up --
| class | instances | area [um2] | area share [%] |
|---|---|---|---|
| Multi-Input combinational cell | 14 | 113 | 34.7 |
| Sequential cell | 4 | 81.3 | 25.1 |
| Tap cell | 46 | 57.6 | 17.8 |
| Timing Repair Buffer | 5 | 42.5 | 13.1 |
| Clock buffer | 3 | 22.5 | 6.95 |
| Inverter | 2 | 7.51 | 2.32 |
Power is estimated from default activity; no workload was simulated.
